==> ./config.mk <==
export PLATFORM = sky130hd
export DESIGN_NAME = pi_filter
export DESIGN_NICKNAME = pi_filter
export VERILOG_FILES = /design/flow/design.v
export SDC_FILE = /design/flow/constraint.sdc
export NUM_CORES = 4
export LEC_CHECK = 1
export CORE_UTILIZATION = 30
==> ./constraint.sdc <==
current_design pi_filter

set clk_period 6.6
set clk_io_pct 0.2

create_clock -name clk0 -period $clk_period [get_ports {clk}]

set non_clock_inputs [all_inputs -no_clocks]
set_input_delay [expr $clk_period * $clk_io_pct] -clock clk0 $non_clock_inputs
set_output_delay [expr $clk_period * $clk_io_pct] -clock clk0 [all_outputs]
==> ./design.v <==
`timescale 1ns / 1ps
module integral_adder #(parameter I =100)(input rst, input x, input clk, output reg [19:0] ki_add, output reg [19:0] ki_sub);  
reg [19:0] adder = 0;
always @ (adder or rst) begin
    if (!rst) begin 
        ki_sub =0;
        ki_add = I;
    end
    else begin 
        if (adder ==0) begin
            ki_sub = 0; 
            ki_add = adder +I;
        end
        else begin
            ki_sub = adder -I;
            ki_add = adder + I;
        end
    end
end 
always @ (posedge clk or negedge rst) 
begin 
    if (!rst) begin
        adder <= 0; 
    end   
    else begin 
        if (x) begin 
            if ((adder + I) >= 1048575)
                adder <= 1048575 - I;
        else
            adder <= adder + I; 
        end
        else if (adder < I) 
            adder <= 0;
        else if (adder != 0)  
           adder <= adder - I;
    end
   end
endmodule
`timescale 1ns / 1ps
module pi_filter(
input rst,x,clk, output reg [19:0] dac);
localparam [19:0] p_gain = 2000; 
wire [19:0] ki_add;
wire [19:0] ki_sub;
integral_adder integral_adder(.rst(rst),.x(x),.clk(clk),.ki_add(ki_add),.ki_sub(ki_sub));
always @ (posedge clk or negedge rst)
begin  
    if (!rst) 
        dac <=0;
    else begin 
        if (x) begin 
            if ((dac + ki_add) >= 1048575 )
                dac <= 1048575;
            else
                dac <= ki_add + p_gain;
            end 
        else if (!x) begin 
            if (ki_sub < p_gain)
                dac <= 0; 
            else 
                dac <= ki_sub - p_gain;
        end
    end
end
endmodule
==> ./run.sh <==
#!/bin/bash
# OpenROAD 26Q1-2900-gdf79404cd8, Yosys 0.63+post, stock flow scripts
make -C /OpenROAD-flow-scripts/flow DESIGN_CONFIG=/design/flow/config.mk WORK_HOME=/design/flow/orfs finish
==> run summary <==
status = finished clean
Critical Path Source = integral_adder.adder[2]
Dominant flop cell = dfrtp_1
vias in the first global route = 4,236
most frequent logic cell in the layout = nor2_1
Final Hold Vio Count = 0
net switching fraction of the power = 51.2%
layout cell share with drive strength beyond 1 = 7.58%
crit start category = flop
Leak Pwr = 2.04 nW
diode count = 0
CTS tree = yes
DRT antenna net count = 0
final setup fails = 0
Final Cycle Share = 86.8%
Post-synth EDFFs = 0
Post-synth ARST share = 100%
most frequent CP cell = ha_1
# IOs = 23
Initial DRC Count = 440
RePlAce Congestion = 0.986
max-cap violation count = 0
most frequent logic cells in the routed design = nor2_1 (54), nand2_1 (50), o21ai_0 (44)
Worst VDD drop = 196 uV
wire per inst = 17.4 um
FP Util = 30.7%
Relative slew margins = 47.7%
Fmax achieved = 175 MHz
routed wire length = 13,900 um
min cycle time layout = 5.73 ns
syn avg cell area = 7.68 sq um
Port Buffers = 22
Pwr Density = 490 mW/mm^2
Logic pwr share = 69.7%
CTS sink cnt = 38
Synth-to-Final Area Change = 10.6%
total grt overflow = 0
Setup CP Type = reg2reg
WP data arrival = 5.94 ns
area share, top type = 20.4%
global-route wire length before repair = 22,300 um
initial antenna violation count = 0
Core Footprint = 0.0152 sq mm
total die size = 0.0160 sq mm
critical path's slowest cell = o311ai_4
internal power = 1.23 mW
First-pass DRT Iterations = 7
Setup crit end kind = flop
H-tree levels = 2
number of buffers on the longest clock path = 2
worst hold path class = reg2reg
Crit path required time = 6.81 ns
hold path start = integral_adder.adder[0]
Netlist cell types = 84
OpenROAD warning count = 31
die width = 127 um
largest net degree at the start of global routing = 39
hpwl dp = 10,800 um
post-cts hold-fix buffer tally = 0
WHS = 0.666 ns
DR vias/cell = 5.74
Switching Power = 1.29 mW
clock root cell = clkbuf_16
clock network fraction of design power = 9.7%
Die Ht = 127 um
All-Layer GR Usage = 17.7%
TritonCTS buffer count = 5
post-CTS setup buffers = 0
Synth area leader = dfrtp_1
unrepaired setup endpoints after global routing = false
power share of the sequential group = 20.7%
CP Max Fanout = 16
Flops after synth = 38
cells after synthesis = 607
synthesis warning total = 2
Reg clk slew, reported paths = 0.06 ns
biggest area cells = dfrtp_1 (20%), xnor2_1 (7.0%), ha_1 (6.4%)
Post-Synthesis Cell Area = 0.00466 sq mm
row count = 45
Yosys Chip Area = 0.00466 sq mm
cell count in the Yosys report = 607
CP cell instances = ha_1 > a211o_2 > and4_1 > xnor2_1 > nor2_1 > ha_1 > a211oi_1 > o21bai_1 > mux2i_1 > nand2_1 > nor4bb_1 > nand4b_1 > or4_1 > or4_4 > o311ai_4 > o32a_1
# DRC = 0
Insertion Delay late pin = 0.28 ns
crit-path max cell delay = 0.67 ns
via count = 4,563
post-synthesis sequential area ratio = 20.4%
setup TNS = 0 ns
post_cts resized = 0
reg2reg start = integral_adder.adder[2]
Slew Limit Fails = 0
slew at the pin with the worst max-slew slack = 0.774 ns
Clock Skews = 0.00367 ns
[metal layers]
metal / track usage, % / wire length [um] / part of all wire (%)
met1: 26.1 / 6530 / 47
met2: 28.3 / 6280 / 45
met3: 1.38 / 652 / 4.7
met4: 5.03 / 401 / 2.9
met5: 0 / 0 / 0
[cells in the mapped netlist (4+ instances only)]
cell type / number
a21oi_1: 29
nand3_1: 21
a31oi_1: 5
nor3_1: 28
dfrtp_1: 38
o22ai_1: 4
buf_1: 4
nand4b_1: 4
a211oi_1: 6
a21o_1: 9
nor2_1: 54
nor4b_1: 4
nand4_1: 7
clkbuf_1: 29
o21ai_0: 44
or4_1: 5
o211ai_1: 4
and2_1: 7
inv_1: 16
nand2b_1: 9
o22a_1: 9
xor2_1: 19
or2_2: 6
and3_1: 8
nor4_1: 6
buf_4: 4
o21a_1: 8
or3_1: 12
nand2_1: 50
ha_1: 24
nand3b_1: 5
xnor2_1: 37
and4_1: 5
[state kept, by name, indices dropped and copies added, names as in the netlist]
| register | count |
|---|---|
| integral_adder.adder | 19 |
| dac | 19 |
[metrics by stage]
stage	total power, mW	util [%]	instance area, sq um	setup WS [ns]	cells
after global routing	2.74	33.9	5150	0.577	795
after detailed placement	2.25	32.9	5010	0.801	787
final	2.53	33.9	5150	0.873	795
after global placement	2.26	32.9	5010	0.919	787
after floorplan	1.81	-	4660	1.31	607
after CTS	2.51	33.9	5150	0.996	795
[final timing paths]
path | end | cells after the start | slack (ns)
worst max-delay path | dac[16] | 16 | 0.87
worst max register to register | dac[16] | 16 | 0.87
worst min register to register | integral_adder.adder[0] | 2 | 0.67
min in group asynchronous | dac[19] | 1 | 0.95
worst min-delay path | integral_adder.adder[0] | 2 | 0.67
max in group asynchronous | integral_adder.adder[7] | 2 | 4.90
[area by class of cell]
class | instances | area [sq um]
well taps | 188 | 235
repair buffers | 33 | 298
clock buffers | 7 | 143
clock inverters | 1 | 5.00
fillers | 1562 | 10000
flip-flops and latches | 38 | 951
inverters | 16 | 60.1
multi-input cells | 512 | 3460
[power by group through the flow]
| stage | Combinational, mW | Sequential [mW] | Clock [mW] |
|---|---|---|---|
| after CTS | 1.74 | 0.519 | 0.250 |
| after global routing | 1.94 | 0.547 | 0.256 |
| final | 1.76 | 0.522 | 0.244 |
[worst max-delay path, delay by kind of cell, from the launching register on]
| family | cells | cell delay [ns] |
|---|---|---|
| simple gates | 7 | 1.79 |
| flops | 1 | 0.57 |
| mux | 1 | 0.47 |
| compound gates | 5 | 1.72 |
| fa+ha+maj | 2 | 0.81 |
| xor+xnor | 1 | 0.30 |
[logic make-up (layout without fill, tap and decap cells)]
kind of cell | count (synthesis) | in the layout | synth area share (%)
adder cells (fa/ha/maj) | 25 | 25 | 6.66
XOR/XNOR | 57 | 57 | 10.9
buffers and inverters | 57 | 57 | 5.29
multiplexers | 5 | 5 | 1.40
AND-OR/OR-AND | 182 | 182 | 28.2
AND/OR/NAND/NOR | 243 | 243 | 27.2
flip-flops | 38 | 38 | 20.4
No activity file was given, so power comes from the tool's default toggle rates.
