`./design.v`:
```
module loop_filter(clk,
                   phase_error,
                   dig_ctrl_voltage,
                   dig_ctrl_voltage_smoothed);
    parameter p_gain = 500;
    parameter i_gain = 100;
    parameter width = 20;
    integer MAX_VAL = 2**(width);
    input wire clk;
    input wire phase_error;
    output reg [width - 1:0] dig_ctrl_voltage = 0;
    output wire [width - 1:0] dig_ctrl_voltage_smoothed;
    median_filter #(width)DUT(.ctrl_in(dig_ctrl_voltage),
                              .ctrl_out(dig_ctrl_voltage_smoothed));
    reg [31:0] proportional_out = 0;
    reg [31:0] integral_sum = 0;
    always @(posedge clk) begin
        proportional_out <= p_gain;
    end
    always @(posedge clk) begin
        if(phase_error == 0) begin
            if (integral_sum > i_gain) begin
                integral_sum <= integral_sum - i_gain;
            end else begin
                integral_sum <=  integral_sum;
            end
        end else begin
            if(integral_sum == MAX_VAL) begin
                integral_sum <= integral_sum;
            end else begin
                integral_sum <= integral_sum + i_gain;
            end
        end
    end
    always @(posedge clk) begin
        if (phase_error == 1) begin
            if(proportional_out + integral_sum > MAX_VAL) begin
                dig_ctrl_voltage <= MAX_VAL;
            end else begin
                dig_ctrl_voltage <= proportional_out + integral_sum;
            end
        end else begin
            dig_ctrl_voltage <= integral_sum;
        end
    end
endmodule
module median_filter(ctrl_in, ctrl_out);
    parameter width = 20;
    input [width - 1: 0] ctrl_in;
    output reg [width - 1:0] ctrl_out = 0;
    reg [width - 1:0] samp_1 = 0;
    reg [width - 1:0] samp_2 = 0;
    reg [width - 1:0] samp_3 = 0;
    reg [width - 1:0] samp_4 = 0;
    always @(ctrl_in) begin
        samp_4 = samp_3;
        samp_3 = samp_2;
        samp_2 = samp_1;
        samp_1 = ctrl_in;
        ctrl_out = (samp_1 + samp_2 + samp_3 + samp_4 )/4;
    end
endmodule
```
`./run.sh`:
```
#!/bin/bash
# OpenROAD 26Q1-2900-gdf79404cd8, Yosys 0.63+post, stock flow scripts
make -C /OpenROAD-flow-scripts/flow DESIGN_CONFIG=/design/flow/config.mk WORK_HOME=/design/flow/orfs finish
```
`./config.mk`:
```
export PLATFORM = sky130hd
export DESIGN_NAME = loop_filter
export DESIGN_NICKNAME = loop_filter
export VERILOG_FILES = /design/flow/design.v
export SDC_FILE = /design/flow/constraint.sdc
export NUM_CORES = 4
export LEC_CHECK = 1
export CORE_UTILIZATION = 40
```
`./constraint.sdc`:
```
current_design loop_filter

set clk_period 4.4
set clk_io_pct 0.2

create_clock -name clk0 -period $clk_period [get_ports {clk}]

set non_clock_inputs [all_inputs -no_clocks]
set_input_delay [expr $clk_period * $clk_io_pct] -clock clk0 $non_clock_inputs
set_output_delay [expr $clk_period * $clk_io_pct] -clock clk0 [all_outputs]
```
==> run_results.csv <==
group,metric,value,unit
die,die_w,100,um
yosys,synth_cells,450,
yosys,synthFlopType,"edfxtp_1",
final_timing,skew,0.00777,ns
yosys,xor_share,9.29,%
yosys,synth_seq_share,33.2,%
worst_setup_path,path_cells,"ha_1 -> ha_1 -> a211oi_1 -> o211ai_2 -> and3_1 -> a211o_1 -> a21oi_1 -> o2111a_1 -> buf_4 -> nand2_4 -> o31ai_2",
layout,drive_gt1_share,8.43,%
clocking,clk_pin_slew,0.10,ns
die,core_area,9280,sq um
layout,flop_area,1280,sq um
final_timing,period_needed,3.43,ns
worst_setup_path,endpoint_kind,"flip-flop",
hold_path,min_path_type,"reg -> reg",
clocking,htreeDepth,2,
die,top_level_ports,42,
global_routing,grt_usage,21.5,%
clocking,cts.sinks,49,
final_timing,setup_viol,0,
die,fp-row-count,35,
global_routing,grt_pass1_vias,2989,
worst_setup_path,critPathSlowestCell,"edfxtp_1",
worst_setup_path,path_common_cell,"ha_1",
global_routing,grt_max_degree,31,
final_timing,drv_slew,0,
placed_design,dpl.hpwl,7590,um
yosys,fa_ha_area_share,3.56,%
flow_run,openroad.warnings,28,
clocking,cts_tree,"yes",
final_timing,tightest_slew,0.815,ns
worst_setup_path,crit_start,"integral_sum[2]$_DFFE_PP_",
worst_setup_path,slowest_delay,0.50,ns
worst_setup_path,worstPathArrival,3.66,ns
placed_design,io_buffers,37,
drt,postRouteAntennaNets,0,
yosys,edf_count,30,
global_routing,grt_antenna_before_repair,0,
clocking,insertion_delay,0.31,ns
power_and_ir_drop,cellPowerDensity,475,nW/um^2
global_routing,overflow,0,
yosys,ys_top_logic_family,"simple AND/OR/NAND/NOR gates",
layout,syn2layout_area_growth,8.74,%
layout,nFillCells,938,
layout,logic_area,2200,sq um
final_timing,tns,0,ns
die,die_area,10100,sq um
flow_run,maxCapViolCount,0,
clocking,postCtsSetupRepairBufs,0,
yosys,synth_area_per_cell,8.59,sq um
worst_setup_path,r2r-start,"integral_sum[2]$_DFFE_PP_",
yosys,yosys_warnings,2,
power_and_ir_drop,vdd_ir_drop_max,0.150,mV
drt,drtIter0Drc,205,
layout,fin_util,45.3,%
yosys,synthArstFlopShare,0,%
final_timing,rsz0062_at_grt,"no",
yosys,yosys_area,3860,sq um
drt,routed_via_density,5.79,
die,fp_util,41.6,%
hold_path,worstHoldStart,"integral_sum[26]$_DFFE_PP_",
clocking,root_buffer,"clkbuf_8",
drt,drt_drc_violations_left,0,
final_timing,max_freq,292,MHz
final_timing,hold_viol,0,
yosys,ys_cells,450,
worst_setup_path,cp_top_family,"AND-OR/OR-AND gates",
layout,final_area,4200,sq um
worst_setup_path,critPathRequiredTime,4.63,ns
worst_setup_path,start_kind,"flip-flop",
worst_setup_path,crit_buf_inv,1,
layout,layout_top_cells,"nor2_1, clkdlybuf4s50_1, xnor2_1",
power_and_ir_drop,static-leakage-power,1.51,nW
clocking,cts_buffer_depth,2,
yosys,ys.flops,49,
yosys,ys_sh_mux,1.55,%
clocking,post_cts_resized,0,
yosys,synth_cell_types,64,
yosys,aoi_share,19.9,%
drt,dr.pass1.iters,7,
drt,drt-total-wl,10100,um
placed_design,place_area,4120,sq um
outcome,status,"complete, no violations",
worst_setup_path,crit_type,"reg -> reg",
placed_design,gp_congestion,0.988,
yosys,ys_sh_simple,22.0,%
die,dieHeight,100,um
drt,antenna_cells,0,
clocking,cts_buffers,5,
final_timing,slew_headroom,45.4,%
drt,wl_per_cell,17.4,um
global_routing,grt_pass1_wl,16400,um
drt,num_vias,3360,
final_timing,timing.final.crit_share,77.9,%
clocking,hold_buffers,0,
yosys,syn_area,3860,sq um
worst_setup_path,crit_fanout,9,
-- worst paths after layout --
kind	end	slack, ns	depth (start not counted)
max	dig_ctrl_voltage[15]$_DFF_P_	0.97	11
min	integral_sum[26]$_DFFE_PP_	0.66	1
max reg2reg	dig_ctrl_voltage[15]$_DFF_P_	0.97	11
min reg2reg	integral_sum[26]$_DFFE_PP_	0.66	1
-- worst register-to-register path, stage by stage (launching register included) --
cell	delay, ns
edfxtp_1	0.50
ha_1	0.26
ha_1	0.21
a211oi_1	0.43
o211ai_2	0.23
and3_1	0.27
a211o_1	0.30
a21oi_1	0.13
o2111a_1	0.47
buf_4	0.27
nand2_4	0.10
o31ai_2	0.21
-- stage by stage --
step / worst slack [ns] / hold slack (ns) / total power, mW / cells
after floorplan: 1.65 / 0.599 / 1.44 / 453
after global placement: 1.11 / 0.635 / 1.72 / 572
after detailed placement: 1.01 / 0.640 / 1.72 / 572
after CTS: 0.976 / 0.667 / 2.00 / 580
after global routing: 0.709 / 0.703 / 2.13 / 580
final: 0.973 / 0.661 / 2.00 / 580
-- cells in the mapped netlist, types with 3 or more instances --
cell type | number | share of area [%]
inv_1 | 19 | 1.8
a31oi_1 | 10 | 1.6
o21ai_2 | 6 | 1.4
o21ai_0 | 16 | 2.1
a41oi_1 | 5 | 1.1
and2_1 | 4 | 0.65
nand3_1 | 32 | 4.1
a21oi_1 | 12 | 1.6
nor2_1 | 36 | 3.5
o21ai_1 | 4 | 0.52
edfxtp_1 | 30 | 23
o22ai_1 | 6 | 0.97
buf_2 | 12 | 1.6
ha_1 | 11 | 3.6
o31ai_1 | 3 | 0.58
o211ai_2 | 7 | 2.3
nand2_1 | 32 | 3.1
xnor2_1 | 34 | 7.7
buf_6 | 3 | 0.87
and3_1 | 7 | 1.1
nor4_1 | 9 | 1.5
dfxtp_1 | 19 | 9.8
or3_1 | 5 | 0.81
or4_1 | 3 | 0.58
mux2i_1 | 6 | 1.6
nand4_1 | 7 | 1.1
buf_4 | 24 | 4.7
nor3_1 | 18 | 2.3
xor2_1 | 7 | 1.6
o211ai_1 | 3 | 0.58
nor2b_1 | 4 | 0.65
clkbuf_1 | 11 | 1.1
and4_1 | 3 | 0.68
-- layer usage --
layer / global-route usage [%] / share of wire (%) / vias to the layer above
li1: - / - / 1621
met2: 32.1 / 45 / 129
met4: 4.01 / 2.2 / 0
met3: 2.69 / 6.2 / 14
met1: 34.7 / 47 / 1596
met5: 0 / 0 / -
-- final cells by class --
class / instances / share of cell area, %
Tap cell: 129 / 3.84
Clock buffer: 6 / 1.73
Sequential cell: 49 / 30.5
Clock inverter: 2 / 0.298
Timing Repair Buffer: 42 / 9.59
Inverter: 20 / 1.79
Multi-Input combinational cell: 332 / 52.3
-- sequential cells by signal, indices dropped and copies added (netlist names) --
name              cells
integral_sum         30
proportional_out      1
dig_ctrl_voltage     18
-- cells by family after synthesis --
group / after synthesis
buf+inv: 72
mux: 6
fa+ha+maj: 11
simple gates: 169
flops: 49
other cells: 2
compound gates: 100
xor+xnor: 41
-- power by group --
part / internal (mW) / switching, mW
clock network: 0.113 / 0.159
registers: 0.618 / 0.179
logic: 0.411 / 0.517
Power figures rest on the tool's default switching activity, not on a simulated workload.
